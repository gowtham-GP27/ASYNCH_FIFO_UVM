`run.sh`:
```
#!/bin/bash
# OpenROAD 26Q1-2900-gdf79404cd8, Yosys 0.63+post, stock flow scripts
make -C /OpenROAD-flow-scripts/flow DESIGN_CONFIG=/design/flow/config.mk WORK_HOME=/design/flow/orfs finish
```
`config.mk`:
```
export PLATFORM = sky130hd
export DESIGN_NAME = FIFO
export DESIGN_NICKNAME = FIFO
export VERILOG_FILES = /design/flow/design.v
export SDC_FILE = /design/flow/constraint.sdc
export NUM_CORES = 4
export LEC_CHECK = 1
export CORE_UTILIZATION = 30
```
`constraint.sdc`:
```
current_design FIFO

set clk_period 5.9
set clk_io_pct 0.2

create_clock -name clk0 -period $clk_period [get_ports {rclk}]
create_clock -name clk1 -period $clk_period [get_ports {wclk}]

set non_clock_inputs [all_inputs -no_clocks]
set_input_delay [expr $clk_period * $clk_io_pct] -clock clk0 $non_clock_inputs
set_output_delay [expr $clk_period * $clk_io_pct] -clock clk0 [all_outputs]
```
`design.v`:
```
module FIFO #(parameter DSIZE = 8,
    parameter ASIZE = 4)(
    output [DSIZE-1:0] rdata,        
    output wfull,                    
    output rempty,                   
    input [DSIZE-1:0] wdata,         
    input winc, wclk, wrst_n,        
    input rinc, rclk, rrst_n         
    );
    wire [ASIZE-1:0] waddr, raddr;
    wire [ASIZE:0] wptr, rptr, wq2_rptr, rq2_wptr;
    two_ff_sync #(ASIZE+1) sync_r2w (        
        .q2(wq2_rptr),
        .din(rptr),
        .clk(wclk),
        .rst_n(wrst_n)
    );
    two_ff_sync #(ASIZE+1) sync_w2r (        
        .q2(rq2_wptr),
        .din(wptr),
        .clk(rclk),
        .rst_n(rrst_n)
    );
    FIFO_memory #(DSIZE, ASIZE) fifomem(     
        .rdata(rdata),
        .wdata(wdata),
        .waddr(waddr),
        .raddr(raddr),
        .wclk_en(winc),
        .wfull(wfull),
        .wclk(wclk)
    );
    rptr_empty #(ASIZE) rptr_empty(          
        .rempty(rempty),
        .raddr(raddr),
        .rptr(rptr),
        .rq2_wptr(rq2_wptr),
        .rinc(rinc),
        .rclk(rclk),
        .rrst_n(rrst_n)
    );
    wptr_full #(ASIZE) wptr_full(            
        .wfull(wfull),
        .waddr(waddr),
        .wptr(wptr),
        .wq2_rptr(wq2_rptr),
        .winc(winc),
        .wclk(wclk),
        .wrst_n(wrst_n)
    );
endmodule
module FIFO_memory #(parameter DATA_SIZE = 8,
    parameter ADDR_SIZE = 4)(
    output [DATA_SIZE-1:0] rdata,         
    input [DATA_SIZE-1:0] wdata,          
    input [ADDR_SIZE-1:0] waddr, raddr,   
    input wclk_en, wfull, wclk           
    );
    localparam DEPTH = 1<<ADDR_SIZE;      
    reg [DATA_SIZE-1:0] mem [0:DEPTH-1]; 
    assign rdata = mem[raddr];           
    always @(posedge wclk)
        if (wclk_en && !wfull) mem[waddr] <= wdata;  
endmodule
module rptr_empty #(parameter ADDR_SIZE = 4)(
    output reg rempty,                   
    output [ADDR_SIZE-1:0] raddr,        
    output reg [ADDR_SIZE :0] rptr,      
    input [ADDR_SIZE :0] rq2_wptr,       
    input rinc, rclk, rrst_n             
    );
    reg [ADDR_SIZE:0] rbin;                      
    wire [ADDR_SIZE:0] rgray_next, rbin_next;    
    wire rempty_val;                             
    always @(posedge rclk or negedge rrst_n) begin
        if (!rrst_n)                 
            {rbin, rptr} <= 0;
        else
            {rbin, rptr} <= {rbin_next, rgray_next};   
    end
    assign raddr = rbin[ADDR_SIZE-1:0];                  
    assign rbin_next = rbin + (rinc & ~rempty);          
    assign rgray_next = (rbin_next>>1) ^ rbin_next;      
    assign rempty_val = (rgray_next == rq2_wptr);        
    always @(posedge rclk or negedge rrst_n) begin
        if (!rrst_n)                 
            rempty <= 1'b1;
        else
            rempty <= rempty_val;   
    end
endmodule
module two_ff_sync #(parameter SIZE = 4)(
    output reg [SIZE-1:0] q2,    
    input [SIZE-1:0] din,        
    input clk, rst_n             
    );
    reg [SIZE-1:0] q1;  
    always @(posedge clk or negedge rst_n) begin
        if (!rst_n)
            {q2, q1} <= 0;           
        else
            {q2, q1} <= {q1, din};   
    end
endmodule
module wptr_full #(parameter ADDR_SIZE = 4)(
    output reg wfull,                    
    output [ADDR_SIZE-1:0] waddr,        
    output reg [ADDR_SIZE :0] wptr,      
    input [ADDR_SIZE :0] wq2_rptr,       
    input winc, wclk, wrst_n             
    );
    reg [ADDR_SIZE:0] wbin;                      
    wire [ADDR_SIZE:0] wgray_next, wbin_next;    
    wire wfull_val;                              
    always @(posedge wclk or negedge wrst_n) begin
        if (!wrst_n)             
            {wbin, wptr} <= 0;
        else
            {wbin, wptr} <= {wbin_next, wgray_next};  
    end
    assign waddr = wbin[ADDR_SIZE-1:0];              
    assign wbin_next = wbin + (winc & ~wfull);        
    assign wgray_next = (wbin_next>>1) ^ wbin_next;     
    assign wfull_val = (wgray_next=={~wq2_rptr[ADDR_SIZE:ADDR_SIZE-1], wq2_rptr[ADDR_SIZE-2:0]});
    always @(posedge wclk or negedge wrst_n) begin
        if (!wrst_n)             
            wfull <= 1'b0;
        else
            wfull <= wfull_val;  
    end
endmodule
```
==> impl_metrics.tcl <==
# place-and-route summary
set metrics [dict create \
    grt-ovfl-total 0 \
    fin_skew_ns 0.00832 \
    drc 0 \
    syn2layout_area_growth_pct 20.0 \
    std_cell_rows 52 \
    yosys_most_used_dff "edfxtp_1" \
    crit_path_start_kind "register" \
    rsz0062_at_grt "no" \
    hpwl_um 7160 \
    critPathRequiredTime_ns 4.72 \
    clkSinkCount 168 \
    dieWidth_um 148 \
    grt_pass1_vias 3450 \
    ys_chip_area_um2 6360 \
    drtIter0Drc 156 \
    clkPwrFrac 0.292 \
    dp_slack_ns 2.25 \
    max_cap_violations 0 \
    swShare 0.296 \
    final.fill_count 1850 \
    cp_cell_sequence "buf_4 > mux4_2 > a22oi_1 > nand2_1 > clkdlybuf4s50_1" \
    synth-edff-count 128 \
    drt-total-wl_um 11200 \
    syn_inst 322 \
    slew_headroom 0.421 \
    synth_seq_share 0.762 \
    hold_viol_final 0 \
    core-area_um2 20500 \
    ys_cells 322 \
    postCtsHoldBufs 0 \
    avgRoutedWirePerCell_um 17.1 \
    portBuffers 22 \
    p_seq_frac 0.421 \
    grt_max_degree 36 \
    most-common-layout-cells "128 x edfxtp_1, 38 x dfrtp_1, 32 x mux4_2" \
    cts_resized 0 \
    cp_slowest_cell "dfrtp_2" \
    path_buffers 2 \
    drv_slew 0 \
    hold_path_class "register to register" \
    outcome "finished, final reports clean" \
    postCtsSetupRepairBufs 0 \
    tool_warnings 26 \
    power_mw 3.91 \
    via_per_inst 4.59 \
    irDropWorstVdd_v 0.000308 \
    syn_area_per_cell_um2 19.8 \
    setup_violations 0 \
    ys_ff 168 \
    path_delay_family "buffers and inverters" \
    clk_pin_slew_ns 0.07 \
    critPathKind "register to output pin" \
    final_util 0.372 \
    layout.cells.non_filler 652 \
    synth_cell_types 28 \
    drive_above_1_share 0.233 \
    placed_cells 617 \
    critPathMaxStageDelay_ns 0.56 \
    async_reset_ff_frac 0.238 \
    arrival_ns 2.63 \
    drtAntennaViolNets 0 \
    vias 2992 \
    grt_pass1_wl_um 18200 \
    die_area_um2 21800 \
    endpoint_kind "output pin" \
    place_congestion 0.777 \
    ios 24 \
    worstMarginPinSlew_ns 0.866 \
    drt_pass1_iterations 4 \
    comb_power_share 0.288 \
    cp_max_fo 24 \
    synth_area_um2 6360 \
    lay_top_count "edfxtp_1" \
    tns_ns 0 \
    powerDensity_nw_per_um2 512 \
    track_usage 0.119 \
    fp_util 0.310 \
    p_int_mw 2.75 \
    leakagePower_nw 2.64 \
    p_switching_mw 1.16 \
    layout_setup_ws_ns 2.09 \
    ys_warn_count 4 \
    antenna_found_initial 0 \
    die_height_um 148 \
    insertedDiodeCount 0 \
    cts_tree "built" \
]
[synthesized netlist by cell type (3+ instances only)]
master / count / area [um^2]
xor2_1: 13 / 114
dfrtp_1: 39 / 976
or3_1: 5 / 31.3
nand2_1: 13 / 48.8
a22oi_1: 16 / 120
xnor2_1: 9 / 78.8
edfxtp_1: 128 / 3840
mux4_2: 32 / 721
nor3_1: 4 / 20.0
nand3_1: 8 / 40.0
inv_1: 6 / 22.5
ha_1: 4 / 50.1
clkbuf_1: 5 / 18.8
buf_2: 9 / 45.0
nand2b_1: 3 / 18.8
nor2_1: 15 / 56.3
[per-layer routing]
layer | vias up | part of all wire | track usage
met3 | 6 | 0.11 | 0.0746
met2 | 135 | 0.47 | 0.181
li1 | 1352 | - | -
met5 | - | 0 | 0
met4 | 0 | 0.0082 | 0.0119
met1 | 1499 | 0.40 | 0.157
[cells by family (layout without fill, tap and decap cells)]
kind of cell / after synthesis / count (layout) / synth area share
compound gates: 19 / 19 / 0.0238
simple gates: 53 / 53 / 0.0389
buf+inv: 21 / 81 / 0.0142
mux: 32 / 32 / 0.113
xor+xnor: 25 / 25 / 0.0401
flops: 168 / 168 / 0.762
fa+ha+maj: 4 / 4 / 0.00787
[final timing paths]
check                                    end  depth (start not counted)               start  slack [ns]
hold / removal                sync_r2w.q1[3]                          0  rptr_empty.rptr[3]        0.19
setup reg to reg           rptr_empty.rempty                          6  rptr_empty.rbin[1]        3.62
max in group clk1            wptr_full.wfull                          9                winc        2.85
min in group clk0             sync_w2r.q2[2]                          0      sync_w2r.q1[2]        0.34
setup / recovery                    rdata[0]                          5  rptr_empty.rbin[0]        2.09
max in group asynchronous  rptr_empty.rempty                          2              rrst_n        4.38
hold reg to reg               sync_r2w.q1[3]                          0  rptr_empty.rptr[3]        0.19
min in group asynchronous     sync_r2w.q1[3]                          2              wrst_n        1.10
[sequential cells by signal, indices dropped and copies added (netlist names)]
signal	flops
rptr_empty.rptr	5
wptr_full.wbin	4
wptr_full.wptr	5
rptr_empty.rbin	4
sync_r2w.q1	5
wptr_full.wfull	1
rptr_empty.rempty	1
sync_w2r.q2	5
fifomem.mem	128
sync_w2r.q1	5
sync_r2w.q2	5
[power by group through the flow]
stage,Clock (mW),Combinational (mW),Sequential (mW)
4_1_cts,1.17,1.15,1.65
5_1_grt,1.22,1.26,1.67
6_report,1.14,1.12,1.65
[final cells by class]
type                       count  area [um^2]  area share
clock inverter                14          131      0.0172
timing repair buffer          40          355      0.0465
sequential                   168         4850       0.635
clock buffer                  21          514      0.0674
multi-input combinational    133         1430       0.187
tap                          270          338      0.0443
inverter                       6         22.5     0.00295
[worst register-to-register path: stages (launching register included)]
cell      delay [ns]
dfrtp_1         0.32
buf_4           0.43
ha_1            0.33
xor2_1          0.31
xor2_1          0.13
or3_1           0.38
a221oi_2        0.28
[through the flow]
stage	cell area (um^2)	hold WS, ns
after floorplan	6360	0.331
after global placement	6990	0.337
after detailed placement	6990	0.335
after CTS	7630	0.179
after global routing	7630	0.185
final	7630	0.192
